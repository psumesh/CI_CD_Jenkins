==> design.v <==
`timescale 1ns / 1ps
module alu(clk, en_alu, RD, RA, aluop, out, cy, zy, reset);
	input clk, en_alu, reset;
	input [7:0] RD;		    
	input [7:0] RA;  	    
	input [4:0] aluop;          
	output [7:0] out;           
	output cy, zy;              
        reg [8:0]result;            
        assign cy=result[8];                 
        assign out=result[7:0];	             
        assign zy=(result==9'd0)?1'b1:1'b0;  
        always @(posedge clk) begin
         if(reset) begin
            result <= 0;
         end
         else if(en_alu==1) begin
          case(aluop)
            5'b00000: result <= RD;                          
            5'b00001: result <= RD + RA;                     
            5'b00010: result <= RD + RA + result[8];         
            5'b00011: result <= RD - RA;                     
            5'b00100: result <= RD & RA;                     
            5'b00101: result <= RD | RA;                     
            5'b00110: result <= RD ^ RA;                     
            5'b00111: result <= RD + 1'b1;                   
            5'b01000: result <= RD - 1'b1;                   
            5'b01001: result <= ~ RD;	                     
            5'b01010: result[7:0] <= RD >> 1;                
            5'b01011: begin                                  
                        if(RD < RA) result[8] <= 1;
                        else result[8] <= 0;
                        result[7:0] <= RD;
                      end                     
            5'b01100: result <= {RD[0],result[8],RD[7:1]};    
            5'b01101: result <= ~ RD + 1;                     
            5'b01110: result <= {result[8],RD[7],RD[7:1]};    
            5'b01111: result <= {RD[3:0],RD[7:4]};            
            5'b11110: result <= RA;                           
            default : result <= 0;       
         endcase
       end
       else begin
          result <= 0;
       end        
      end
endmodule
module alu_top(i_clk, i_en_alu, i_RD, i_RA, i_aluop, o_out, o_cy, o_zy);
	input i_clk, i_en_alu;
	input [7:0] i_RD;		    
	input [7:0] i_RA;  	    
	input [4:0] i_aluop;          
	output [7:0] o_out;           
	output o_cy, o_zy;              
        reg i_reset;
        alu alu_dut(i_clk, i_en_alu, i_RD, i_RA, i_aluop, o_out, o_cy, o_zy, i_reset);
        initial begin
           $dumpfile("alu_wave.vcd");
           $dumpvars(0, alu_top);
        end
        initial begin
              i_reset = 0;
          #20 i_reset = 1;
          #30 i_reset = 0;
        end
endmodule
==> run.sh <==
#!/bin/bash
# OpenROAD 26Q1-2900-gdf79404cd8, Yosys 0.63+post, stock flow scripts
make -C /OpenROAD-flow-scripts/flow DESIGN_CONFIG=/design/flow/config.mk WORK_HOME=/design/flow/orfs finish
==> config.mk <==
export PLATFORM = sky130hd
export DESIGN_NAME = alu_top
export DESIGN_NICKNAME = alu_top
export VERILOG_FILES = /design/flow/design.v
export SDC_FILE = /design/flow/constraint.sdc
export NUM_CORES = 4
export LEC_CHECK = 1
export CORE_UTILIZATION = 40
==> constraint.sdc <==
current_design alu_top

set clk_period 5.1
set clk_io_pct 0.2

create_clock -name clk0 -period $clk_period [get_ports {i_clk}]

set non_clock_inputs [all_inputs -no_clocks]
set_input_delay [expr $clk_period * $clk_io_pct] -clock clk0 $non_clock_inputs
set_output_delay [expr $clk_period * $clk_io_pct] -clock clk0 [all_outputs]
==> results.ini <==
[outcome]
outcome = finished, final reports clean

[clocking]
post_cts_buffers = 0
hold_buffers = 0
numClockSinks = 9
clockBufferDepth = 2
cts_buffers = 3
cts_max_level = 1
cts_tree = yes
clkLatencyLatePin_ns = 0.22
clkTransAtPathRegs_ns = 0.04
cts-root-buf = clkbuf_8
ctsResizeCount = 0

[sta]
worstMarginPinSlew_ns = 0.706
slew-limit-headroom_pct = 52.8
max_freq_mhz = 253
period_minus_slack_ns = 3.95
setup_viol = 0
hold_viol_final = 0
rsz0062_at_grt = false
fin_tns_setup_ns = 0
finalCritPeriodShare_pct = 77.4
skew_ns = 0.000816
drv_slew = 0

[drt]
wire_per_inst_um = 18.7
diodes = 0
first_pass_iters = 6
highest_layer = met4
wirelength_met1_mm = 3.70
wl_mm = 8.33
drt_iter0_drc = 242
met2_length_mm = 3.71
ant_nets = 0
drcViolationCount = 0
vias = 2792
via_per_inst = 6.27
dr_wl_met3_um = 582

[yosys]
synth_area_um2 = 2440
edf_count = 0
flop_cell = dfxtp_1
yosys.area.top_type = ha_1
synthDistinctLibCells = 62
ys_seq_share_pct = 7.38
yosys-top-cells-count = 35 x nor2_1, 31 x nand2_1, 29 x ha_1, 25 x inv_1, 20 x a21oi_1
syn_avg_cell_area_um2 = 6.96
area_leaders = ha_1 15%, dfxtp_1 7.4%, nor2_1 5.4%
yosys_warnings = 4
netlist.area_leader.share_pct = 14.9
synth-async-reset-ratio_pct = 0
synth_stat.cells = 351
ys_ff = 9
synth_cells = 351
ys_area_um2 = 2440
post-synth-top-count-cell = nor2_1

[layout]
flop_area_um2 = 180
reg_top3 = alu_dut.result (9)
syn2layout_area_growth_pct = 15.2
mi_logic_area_um2 = 2050
regMostFlops = alu_dut.result
largest_reg_flops = 9
drive_gt1_share_pct = 5.14
stdcell_count = 445
fillers = 622

[grt]
grt_overflow_total = 0
grt_pass1_vias = 2408
grt_use_total_pct = 26.8
grt_antenna_before_repair = 0
grt_max_degree = 22
grt_pass1_wl_mm = 13.0

[floorplan]
pin_count = 33
rows = 28
core_um2 = 5920
die_y_um = 80.1
initial_core_util_pct = 41.3
die_x_um = 80.1
dieArea_um2 = 6420

[place]
dp.cells = 441
io_buffers = 32
gp_congestion = 0.969
dp.final_hpwl_mm = 6.45

[power]
leakage_nw = 1.09
p_per_area_nw_per_um2 = 138
peakVddDrop_mv = 0.111
power_mw = 0.387

[run]
cap_violations = 0
log.warning_count = 43

[critical_path]
r2r_slack_ns = 2.96
critPathRequiredTime_ns = 5.17
max_stage_delay_ns = 0.75
end_kind = flip-flop
worstPathCellList = clkdlybuf4s50_1 > ha_1 > fa_1 > ha_1 > a222oi_1 > o2111ai_1 > a2111oi_0 > a21oi_1
cp-start-kind = input port
crit_start = i_RD[0]
cpMaxStageDelayCell = clkdlybuf4s50_1
critPathMostFrequentCell = ha_1
worstPathMaxFanout = 9
crit_type = in2reg
crit_arrival_ns = 4.02
r2r-start = alu_dut.result[8]

[hold_path]
hp-start = alu_dut.result[8]
min_path_type = reg2reg

==> logic make-up (layout without fill, tap and decap cells) <==
family | after synthesis | after routing | share of synthesized area [%]
adder cells (fa/ha/maj) | 31 | 31 | 16.5
XOR/XNOR | 13 | 13 | 4.66
flip-flops | 9 | 9 | 7.38
buffers and inverters | 46 | 65 | 8.66
AND-OR/OR-AND | 110 | 110 | 31.7
multiplexers | 5 | 5 | 2.05
AND/OR/NAND/NOR | 137 | 137 | 29.1
==> report_power, final <==
group | internal (mW) | leakage (nW) | switching, mW
combinational | 0.0957 | 0.991 | 0.134
clock | 0.0542 | 0.0228 | 0.0246
sequential | 0.0757 | 0.0738 | 0.00305
==> cell type report <==
type	count	share of cell area, %
Clock buffer	4	1.60
Tap cell	75	3.33
Inverter	25	3.33
Multi-Input combinational cell	296	72.9
Timing Repair Buffer	36	12.4
Sequential cell	9	6.40
==> critical path: cells and delay by family <==
| family | cells | cell delay [ns] |
|---|---|---|
| buffers and inverters | 1 | 0.75 |
| adder cells (fa/ha/maj) | 3 | 1.17 |
| AND-OR/OR-AND | 4 | 1.07 |
==> worst paths after layout <==
check / endpoint / cells past startpoint
worst max-delay path: alu_dut.result[1] / 8
worst min-delay path: alu_dut.result[0] / 5
worst max register to register: alu_dut.result[1] / 6
worst min register to register: alu_dut.result[0] / 5
==> metal layers <==
| metal | vias to the layer above | GRT usage, % |
|---|---|---|
| li1 | 1345 | - |
| met1 | 1276 | 39.1 |
| met2 | 148 | 42.1 |
| met3 | 23 | 1.27 |
| met4 | 0 | 9.82 |
| met5 | - | 0 |
==> layout by cell type (no fill, tap or decap), types with 6 or more instances in the layout <==
master,netlist,final
a211oi_1,6,6
a21oi_1,20,20
a221oi_1,10,10
a31oi_1,10,10
clkdlybuf4s50_1,0,32
dfxtp_1,9,9
ha_1,29,29
inv_1,25,25
nand2_1,31,31
nand3_1,15,15
nand4_1,6,6
nor2_1,35,35
nor3_1,13,13
o21ai_0,18,18
xnor2_1,8,8
==> per-stage QoR <==
stage / util (%) / area (um2) / setup slack (ns) / hold slack, ns
global placement: 46.8 / 2770 / 0.994 / 0.934
global route: 47.5 / 2810 / 0.990 / 0.990
detailed placement: 46.8 / 2770 / 1.01 / 0.929
finish: 47.5 / 2810 / 1.15 / 0.941
CTS: 47.5 / 2810 / 1.24 / 0.942
floorplan: - / 2440 / 1.97 / 0.696
Power and IR drop assume default switching activity.
